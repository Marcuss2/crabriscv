==> /design/flow/design.v <==
module timer #(parameter WIDTH = 32, parameter PERIOD = 25000000)(
	input clk,		 
	input [9:0] period,
	output reg out  
	);
	reg [(WIDTH-1):0] counter;
	wire [24:0] p;
	assign p[24:15] = period;
	assign p[14:2] = 0;
	assign p[1] = 1;
	assign p[0] = 0;
	always @(posedge clk) begin
		if (counter < p) begin
			counter <= counter + {{WIDTH-1{1'b0}},1'b1};
			out <= 1'b0;
		end
		else begin
			counter <= 0;
			out <= 1'b1;
		end
	end
endmodule
==> /design/flow/run.sh <==
#!/bin/bash
# OpenROAD 26Q1-2900-gdf79404cd8, Yosys 0.63+post, stock flow scripts
make -C /OpenROAD-flow-scripts/flow DESIGN_CONFIG=/design/flow/config.mk WORK_HOME=/design/flow/orfs finish
==> /design/flow/config.mk <==
export PLATFORM = sky130hd
export DESIGN_NAME = timer
export DESIGN_NICKNAME = timer
export VERILOG_FILES = /design/flow/design.v
export SDC_FILE = /design/flow/constraint.sdc
export NUM_CORES = 4
export LEC_CHECK = 1
export CORE_UTILIZATION = 30
==> /design/flow/constraint.sdc <==
current_design timer

set clk_period 4.0
set clk_io_pct 0.2

create_clock -name clk0 -period $clk_period [get_ports {clk}]

set non_clock_inputs [all_inputs -no_clocks]
set_input_delay [expr $clk_period * $clk_io_pct] -clock clk0 $non_clock_inputs
set_output_delay [expr $clk_period * $clk_io_pct] -clock clk0 [all_outputs]
==> results.cfg <==
; generated from flow reports
[floorplanning]
core_area_mm2 = 0.00517
fp.dieW_um = 75.7
die_y_um = 75.7
chip_area_mm2 = 0.00574
num_io_pins = 12
rows = 26
initial_core_util_pct = 31.5

[final_timing]
hold-worst-slack_ps = 505
fmax_mhz = 394
fin_setup_tns_ps = 0
drv_slew = 0
hold_violations = 0
finClkSkew_ps = 3.97
fin_crit_ps = 2540
finalClockPeriodUsage_pct = 63.5
setup_violations = 0
rsz0062_at_grt = no

[logic_synthesis]
synthTopCellsByCount = dfxtp_1 (33), nor3_1 (20), inv_1 (13)
netlist_area_mm2 = 0.00163
synth-main-ff-cell = dfxtp_1
yosys_cells = 184
yosysSeqAreaShare_pct = 40.5
top_area_cell = dfxtp_1
ys_sh_adder_pct = 8.44
post_synth_and_or_nand_nor_area_fraction_pct = 26.8
top_cells_by_area = dfxtp_1 (40%), ha_1 (8.4%), nor3_1 (6.1%)
mux_area_share_pct = 0
yosysUniqueCellTypes = 31
syn_area_per_cell_um2 = 8.87
logic_family = simple AND/OR/NAND/NOR gates
synth_cells = 184
synth.most_common_cell = dfxtp_1
ys_sh_xor_pct = 7.52
edf_count = 0
post-synth-top-area-fraction_pct = 40.5
ys_async_sr_fraction_pct = 0
yosys_area_mm2 = 0.00163
yosys.area_share.aoi_pct = 11.5
numSynthFlops = 33
synthesis.yosys.warnings = 1

[hold_path]
hold_path.class = reg2reg
worstHoldStart = counter[25]
hold_end = counter[25]
min_path_cells = 2

[worst_setup_path]
r2r-end = counter[18]
r2r_slack_ps = 1680
cp_top_family = buffers and inverters
critPathArrivalTime_ps = 2710
cp.depth = 8
criticalPathCategory = in2reg
worstPathCellList = clkdlybuf4s50_1 > inv_1 > ha_1 > nor4_1 > o311ai_0 > a21o_1 > buf_4 > or2_2
cp-end-kind = flip-flop
r2r_start = counter[1]
path_max_fanout = 27
cpPeakStageDelay_ps = 460
critPathSlowestCell = clkdlybuf4s50_1
cp.required_ps = 4170
worst-path-buf-inv = 3
timing.critical_path.from_type = primary input
r2r_cells = 5

[clock_tree]
cts_setup_buffers = 0
clock_latency_ps = 280
ctsRootBufferMaster = clkbuf_8
cts_resized = 0
clk_pin_slew_worst_paths_ps = 60
cts_hold_buf = 0
cts_buffers = 5
h-tree-depth = 2
cts_tree = done
clock_sinks = 33
clk_path_buf_depth = 2

[detailed_routing]
drcViolationCount = 0
antenna_cells = 0
post_drt_via_cell_ratio = 4.95
vias = 1346
wire_per_inst_um = 11.4
drt-initial-drc-count = 88
first_pass_iters = 6
postRouteAntennaNets = 0
wirelength_um = 3110

[job]
cap_viol_max_count = 0
tool_warnings = 25

[pwr]
clkPwrFrac_pct = 40.1
power_density_mw_per_mm2 = 307
p_sw_mw = 0.125
switching_share_pct = 21.2
ir_drop_v = 0.0000885
p_int_mw = 0.465
p_leak_nw = 0.659
power.share.sequential_pct = 56.5
comb_power_share_pct = 3.4

[placement]
dp_hpwl_um = 2170
io_buffers = 11
routabilityCongestion = 0.793

[grt]
grt_max_degree = 28
antenna_found_initial = 0
busiest_layer = met2
gr-total-overflow = 0
globalRouteMet1Util_pct = 17.3
grt_util_met3_pct = 2.14
grt_use_met2_pct = 20.1
grt_pass1_vias = 1197
grt_pass1_wl_um = 5380
grt_usage_pct = 12.2

[layout]
nFillCells = 500
drive_above_1_share_pct = 5.94
area_growth_pct = 17.6

[outcome]
run_status = completed
## how the worst max path moves through the flow
stage / from / end / slack, ps
global route: period[9] / out / 1270
CTS: period[9] / out / 1450
finish: period[9] / out / 1460
## placed cells by master (no fill, tap or decap)
cell             count
dfxtp_1             33
nor3_1              20
inv_1               13
ha_1                11
clkdlybuf4s50_1     11
nand3_1             10
nand2_1             10
a211oi_1            10
nand4_1              9
o21ai_0              9
or3_1                9
xnor2_1              9
nor4_1               8
conb_1               6
xor2_1               5
clkbuf_8             5
or4_1                3
and4_1               3
a21o_1               2
clkinv_2             2
buf_4                2
a21oi_1              1
a41oi_1              1
o311ai_0             1
o211ai_1             1
a31oi_1              1
o2bb2ai_2            1
or2_2                1
nand4_4              1
nor2_1               1
nor3b_1              1
o31ai_1              1
clkbuf_1             1
## power groups by stage
stage | clock, mW | sequential [mW] | combinational, mW
CTS | 0.241 | 0.333 | 0.0205
finish | 0.237 | 0.333 | 0.0202
global route | 0.260 | 0.333 | 0.0236
## final cells by class
cell class | instances | area (µm²) | area share, %
multi-input cells | 135 | 915 | 47.7
flip-flops and latches | 33 | 661 | 34.4
repair buffers | 13 | 125 | 6.52
well taps | 70 | 87.6 | 4.56
clock buffers | 6 | 72.6 | 3.78
inverters | 13 | 48.8 | 2.54
clock inverters | 2 | 10.0 | 0.522
## worst min-delay path, stage by stage, from the launching register on
cell      delay [ps]
dfxtp_1          330
o31ai_1           70
a211oi_1          60
## metal layers
metal,vias up,part of all wire (%)
met2,15,45
met5,-,0
met1,610,51
met4,0,2.0
li1,715,-
met3,6,2.7
## logic make-up after synthesis
| family | after synthesis |
|---|---|
| XOR/XNOR | 14 |
| flip-flops | 33 |
| AND-OR/OR-AND | 28 |
| buffers and inverters | 21 |
| adder cells (fa/ha/maj) | 11 |
| other | 1 |
| AND/OR/NAND/NOR | 76 |
## flip-flops by register name (all words and copies together), names as in the netlist
register  count
counter      32
out           1
## stage by stage
step	cells	setup WS [ps]	power (mW)	area [µm²]	util, %
finish	272	1460	0.590	1920	37.1
detailed placement	264	1160	0.361	1840	35.5
CTS	272	1450	0.595	1920	37.1
global placement	264	1180	0.361	1840	35.5
global route	272	1270	0.616	1920	37.1
floorplan	189	1610	0.349	1650	-
Power figures rest on the tool's default switching activity, not on a simulated workload.
